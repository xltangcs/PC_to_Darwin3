==> design/flow/run.sh <==
#!/bin/bash
# OpenROAD 26Q1-2900-gdf79404cd8, Yosys 0.63+post, stock flow scripts
make -C /OpenROAD-flow-scripts/flow DESIGN_CONFIG=/design/flow/config.mk WORK_HOME=/design/flow/orfs finish
==> design/flow/config.mk <==
export PLATFORM = sky130hd
export DESIGN_NAME = Receive_Direction_Select
export DESIGN_NICKNAME = Receive_Direction_Select
export VERILOG_FILES = /design/flow/design.v
export SDC_FILE = /design/flow/constraint.sdc
export NUM_CORES = 4
export LEC_CHECK = 1
export CORE_AREA = 10 10 70 70
export DIE_AREA = 0 0 80 80
==> design/flow/constraint.sdc <==
current_design Receive_Direction_Select

set clk_period 1.0
set clk_io_pct 0.2

create_clock -name clk0 -period $clk_period [get_ports {clk}]

set non_clock_inputs [all_inputs -no_clocks]
set_input_delay [expr $clk_period * $clk_io_pct] -clock clk0 $non_clock_inputs
set_output_delay [expr $clk_period * $clk_io_pct] -clock clk0 [all_outputs]
==> design/flow/design.v <==
module Receive_Direction_Select(
    input                           clk         ,
    input                           rst_n       ,
    input                           E_RX_REQ    ,
    input               [15:0]      E_RX_DATA   ,
    output      reg                 E_RX_ACK    ,
    input                           S_RX_REQ    ,
    input               [15:0]      S_RX_DATA   ,
    output      reg                 S_RX_ACK    ,   
    input                           W_RX_REQ    ,
    input               [15:0]      W_RX_DATA   ,
    output      reg                 W_RX_ACK    ,
    input                           N_RX_REQ    ,
    input               [15:0]      N_RX_DATA   ,
    output      reg                 N_RX_ACK    ,
    output      reg                 RX_REQ      ,
    output      reg     [15:0]      RX_DATA     ,
    input                           RX_ACK      ,
    output               [1:0]      Receive_Direction,
    input                           RECE_DONE,
    output                          is_receive
);
wire                 e_rx_req_edge;
wire                 s_rx_req_edge;
wire                 w_rx_req_edge;
wire                 n_rx_req_edge;
reg      [1:0]       receive_direction;
assign      Receive_Direction = receive_direction;
assign      is_receive  = e_rx_req_edge || s_rx_req_edge || w_rx_req_edge || n_rx_req_edge;
edge_detection e_rx_req_edge_detection(
    .clk        (clk      ),
    .rst_n      (rst_n    ),
    .data       (E_RX_REQ_delay),
    .pos_edge   ( ),   
    .neg_edge   ( ),    
    .data_edge  (e_rx_req_edge)    
);
edge_detection s_rx_req_edge_detection(
    .clk        (clk      ),
    .rst_n      (rst_n    ),
    .data       (S_RX_REQ_delay),
    .pos_edge   ( ),   
    .neg_edge   ( ),    
    .data_edge  (s_rx_req_edge)    
);
edge_detection w_rx_req_edge_detection(
    .clk        (clk      ),
    .rst_n      (rst_n    ),
    .data       (W_RX_REQ_delay),
    .pos_edge   ( ),   
    .neg_edge   ( ),    
    .data_edge  (w_rx_req_edge)    
);
edge_detection n_rx_req_edge_detection(
    .clk        (clk      ),
    .rst_n      (rst_n    ),
    .data       (N_RX_REQ_delay),
    .pos_edge   ( ),   
    .neg_edge   ( ),    
    .data_edge  (n_rx_req_edge)    
);
always @(posedge clk) begin
    if(!rst_n) begin
        RX_REQ <= 1'b0;
    end
    else begin
        case (receive_direction)
            2'b00: begin
                RX_REQ              <= E_RX_REQ;
                RX_DATA             <= E_RX_DATA;
                E_RX_ACK            <= RX_ACK;
            end
            2'b01: begin
                RX_REQ              <= S_RX_REQ;
                RX_DATA             <= S_RX_DATA;
                S_RX_ACK            <= RX_ACK;
            end
            2'b10: begin
                RX_REQ              <= W_RX_REQ;
                RX_DATA             <= W_RX_DATA;
                W_RX_ACK           <= RX_ACK;
            end
            2'b11: begin
                RX_REQ              <= N_RX_REQ;
                RX_DATA             <= N_RX_DATA;
                N_RX_ACK            <= RX_ACK;
            end
            default: begin
                RX_REQ              <= E_RX_REQ;
                RX_DATA             <= E_RX_DATA;
                E_RX_ACK            <= RX_ACK;
            end
        endcase
    end
end
always @(posedge clk) begin
    if(!rst_n) begin
        receive_direction <= 2'b10;
    end
    else if(RECE_DONE) begin   
        if(e_rx_req_edge) begin
            receive_direction   <= 2'b00;
        end
        else if(s_rx_req_edge) begin
            receive_direction   <= 2'b01;
        end 
        else if(w_rx_req_edge) begin
            receive_direction   <= 2'b10;
        end 
        else if(n_rx_req_edge) begin
            receive_direction   <= 2'b11;
        end 
    end
end
endmodule
module edge_detection(
    input       clk,
	input       rst_n,
	input       data,
	output      pos_edge,     
	output      neg_edge,     
	output      data_edge     
);
    reg     [1:0]   D;
	always @(posedge clk or negedge rst_n)begin
	    if(rst_n == 1'b0)begin
	        D <= 2'b00;
	    end
	    else begin
	        D <= {D[0], data};  	 
	    end
	end
	assign  pos_edge = ~D[1] & D[0];
	assign  neg_edge = D[1] & ~D[0];
	assign  data_edge = pos_edge | neg_edge;
endmodule
==> results.txt <==
impl run done, here's what came out: grt ovf=0, clock share of power=0.252, initial DRC count=1, CP Buf/Inv Count=1, Hold Crit Endpoint=RX_DATA[6], Routability Congestion=0.663, CP Launch Type=flop, hold path depth=1, Tool Warnings=79, DRT Pass-1 Iters=2, cell-internal power=1.15 mW, CP endpoint kind=output port, residual DRC count=0, unrepaired setup endpoints after global routing=yes, Place WS=-0.163 ns, final WL=1.47 mm, max-capacitance violation count=0, Core Util, Final=0.275, H-tree depth=1, full die area=0.00640 mm², vias in the first global route=446, CTS Sinks=18, required time of the critical path=0.80 ns, Non-Filler Instances=114, post-CTS setup buffer count=0, Port-buffer cells=37, Worst Setup Path Type=flop to output port, largest net degree at the start of global routing=11, wire per inst=12.9 µm, Avg Cell Area, Syn=21.8 µm², post-route ant nets=0, final period utilization=0.981, Num CTS Buffers=3, slowest CP cell=edfxtp_1, Die X=80 µm, PwrDens=1480 mW/mm², most frequent cells in the layout=clkdlybuf4s50_1, edfxtp_1, buf_2, setup TNS=0 ns, GRT Util Overall=0.0446, critical-path cell list=buf_2, first-pass GRT wire length=2.17 mm, register share after synthesis=0.900, DPL Wire Length=1.30 mm, min-delay src=W_RX_DATA[6], count of cell types in the netlist=5, antenna cell count=0, final slew viol count=0, # IOs=96, FF/Latch Area=531 µm², Placed Instances=110, core area=0.00342 mm², FP Util=0.173, sw frac=0.176, share of cells above drive strength 1=0.338, Bufs on Longest Clock Path=2, Leak Pwr=0.367 nW, # hold bufs at CTS=0, Setup-failing EPs final=0, yosys warns=10, Peak supply drop=0.000390 V, # fillers=383, final worst slack=0.0192 ns, Mapped Cells=27, Max Freq=1.02 GHz, yosys stat cell total=27, CTS root buffer=clkbuf_4, Final Critical Period=0.981 ns, Via density=3.16, Cell Rows=21, Comb pwr share=0.101, final hold violation count=0, CP max FO=1, worst hold path type=input pin to flop, CTS tree=yes, #FFs+latches synth=18, mapped cell area=589 µm², Flop pwr share=0.647, max incr delay on CP=0.37 ns, synthesis area per yosys=589 µm², clock-pin transition on the worst setup and hold timing paths=0.09 ns, status=completed, initial antenna violation count=0, CP top delay family=flip-flops, routed vias=360, most numerous logic cell after layout=clkdlybuf4s50_1, multi-input logic area=28.8 µm², chip height=80 µm, synth-to-layout area growth=59.2%, Switch Pwr=0.244 mW, Data arrival, critical path=0.78 ns
## sequential cells by signal, summed over array words and instances (netlist names)
signal,flops
RX_REQ,1
RX_DATA,16
W_RX_ACK,1
## Yosys cell counts (all sizes together)
cell / n / area [µm²]
and2: 1 / 6.26
buf: 6 / 45.0
conb: 2 / 7.51
dfxtp: 1 / 20.0
edfxtp: 17 / 510
## per-stage QoR
stage          power [mW]  hold slack, ns  area [µm²]
3_5_place_dp         1.12           0.759        1000
5_1_grt              1.48           0.443         938
6_report             1.39           0.468         938
3_3_place_gp         1.12           0.765        1000
2_1_floorplan       0.922           0.299         604
4_1_cts              1.43           0.452         943
## kinds of logic after synthesis
family | after synthesis | synth area share
buffers and inverters | 6 | 0.0764
other | 2 | 0.0127
DFF | 18 | 0.900
and+or+nand+nor | 1 | 0.0106
## power by group through the flow
| stage | clock network (mW) | registers [mW] | logic (mW) |
|---|---|---|---|
| after CTS | 0.380 | 0.901 | 0.148 |
| final | 0.350 | 0.899 | 0.141 |
| after global routing | 0.418 | 0.905 | 0.158 |
## timing repair
item	in CTS	in global routing
setup endpoints to repair	18	18
resized	53	1
pin swaps	0	0
## cell type report
cell class	count	area share
repair buffers	39	0.315
flip-flops and latches	18	0.565
well taps	46	0.0613
multi-input cells	7	0.0307
clock buffers	4	0.0280
## routing by layer
| metal | routed length, µm | GRT usage | vias to the layer above | share of wire |
|---|---|---|---|---|
| met3 | 156 | 0.0216 | 2 | 0.11 |
| met5 | 0 | 0 | - | 0 |
| met2 | 727 | 0.0778 | 27 | 0.50 |
| li1 | - | - | 166 | - |
| met4 | 8 | 0.00528 | 0 | 0.0055 |
| met1 | 572 | 0.0493 | 165 | 0.39 |
## how the worst max path moves through the flow
stage / startpoint / end / slack, ns / cells after the start
after CTS: W_RX_ACK / W_RX_ACK / -0.01 / 1
after global routing: RX_DATA[6] / RX_DATA[6] / -0.05 / 1
final: RX_DATA[15] / RX_DATA[15] / 0.02 / 1
Power figures rest on the tool's default switching activity, not on a simulated workload.
