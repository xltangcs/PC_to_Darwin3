==> flow/design.v <==
module Send(
    input                   clk                 ,
    input                   rst_n               ,
    input       [15:0]      S_AXIS_TDATA        ,
    input                   S_AXIS_TVALID       ,
    input       [1:0]       S_AXIS_TKEEP        ,
    input                   S_AXIS_TLAST        ,
    output                  S_AXIS_TREADY       ,    
    output      [15:0]      TX_DATA             ,
    output                  TX_REQ              ,
    input                   TX_ACK              ,   
    input     wire          is_receive          ,
    output                  SEND_DONE
    );
    reg     [15:0]      tx_data     ; 
    reg                 tx_req      ; 
    wire                tx_ack_edge   ;  
    reg                 tx_ack_en   ;  
    reg                 send_done;  
    reg                 s_axis_tready;  
    reg      [2:0]      pkg_type;
    reg      [1:0]      flit_type;
    reg      [4:0]      flit_cnt_16bit;
    wire                send_en;
    assign      S_AXIS_TREADY       =   s_axis_tready;  
    assign      TX_DATA             =   tx_data     ;   
    assign      TX_REQ              =   tx_req     ;
    assign      SEND_DONE           =   send_done;
    assign      send_en             = (pkg_type == 3'b010) ?
                                      is_receive : (S_AXIS_TVALID && S_AXIS_TREADY && tx_ack_en);
    edge_detection tx_ack_edge_detection(
        .clk        (clk      ),
        .rst_n      (rst_n    ),
        .data       (TX_ACK),
        .pos_edge   ( ),     
        .neg_edge   ( ),     
        .data_edge  (tx_ack_edge)      
    );
    localparam  [1:0]   IDLE    = 2'b01;
    localparam  [1:0]   SEND    = 2'b10;
    reg         [1:0]   curr_state;
    reg         [1:0]   next_state;
    always @(posedge clk or negedge rst_n) begin
        if(!rst_n) begin
            curr_state <= IDLE;
        end
        else begin
            curr_state <= next_state;
        end
    end
    always @(*) begin
        case(curr_state)
            IDLE: begin
                if(S_AXIS_TVALID) begin
                    next_state = SEND;
                end
                else begin
                    next_state = IDLE;
                end
            end
            SEND: begin
                if(S_AXIS_TLAST && !S_AXIS_TVALID && tx_ack_edge) begin
                    next_state = IDLE;
                end
                else begin
                    next_state = SEND;
                end
            end
            default: next_state = IDLE;
        endcase
    end
    always @( posedge clk ) begin
        if (!rst_n)
        begin
            send_done <= 1'b0;
        end   
        else if (S_AXIS_TLAST && !S_AXIS_TVALID && tx_ack_edge) begin
            send_done <= 1'b1;
        end          
        else if(S_AXIS_TVALID) begin
            send_done <= 1'b0;
        end
    end
    always @(posedge clk) begin
        if (send_en) begin
            tx_data <= S_AXIS_TDATA;
        end
    end
    always @(posedge clk or negedge rst_n) begin
        if (!rst_n) begin
            tx_req <= 1'b0;
        end
        else if (send_en) begin
            tx_req <= ~tx_req;
        end
    end 
    always @(posedge clk or negedge rst_n) begin
        if (!rst_n) begin
            s_axis_tready <= 1'b1;
        end
        else if(tx_ack_edge && (curr_state == SEND)) begin
            s_axis_tready <= 1'b1;
        end   
        else if (S_AXIS_TVALID) begin
            s_axis_tready <= 1'b0;
        end
        else if(send_done) begin
            s_axis_tready <= 1'b1;
        end
    end  
    always @(posedge clk or negedge rst_n) begin
        if (!rst_n) begin
            tx_ack_en <= 1'b1;
        end
        else if (tx_ack_edge) begin
            tx_ack_en <= 1'b1;
        end
        else if (S_AXIS_TVALID && S_AXIS_TREADY && tx_ack_en) begin
            tx_ack_en <= 1'b0;
        end
    end 
    always @(posedge clk or negedge rst_n) begin
        if (!rst_n) begin
            pkg_type <= 3'b000;
        end
        else if (curr_state == SEND && flit_cnt_16bit == 4'b0000) begin
            pkg_type = S_AXIS_TDATA[24:22];
        end
    end  
    always @(posedge clk or negedge rst_n) begin
        if (!rst_n) begin
            flit_cnt_16bit <= 34'b0000;
        end
        else if (pkg_type == 3'b000 && flit_cnt_16bit == 4'b0100) begin  
            flit_cnt_16bit <= 4'b000;
        end
        else if (pkg_type == 3'b001 && flit_cnt_16bit == 4'b1000) begin  
            flit_cnt_16bit <= 4'b000;
        end        
        else if (pkg_type == 3'b010 && flit_cnt_16bit == 4'b0100) begin  
            flit_cnt_16bit <= 4'b000;
        end
        else if(flit_cnt_16bit == 4'b1000) begin
            flit_cnt_16bit <= 4'b000;
        end
        else begin
            flit_cnt_16bit <= flit_cnt_16bit + 1;
        end  
    end  
endmodule   
module edge_detection(
    input       clk,
	input       rst_n,
	input       data,
	output      pos_edge,     
	output      neg_edge,     
	output      data_edge     
);
    reg     [1:0]   D;
	always @(posedge clk or negedge rst_n)begin
	    if(rst_n == 1'b0)begin
	        D <= 2'b00;
	    end
	    else begin
	        D <= {D[0], data};  	 
	    end
	end
	assign  pos_edge = ~D[1] & D[0];
	assign  neg_edge = D[1] & ~D[0];
	assign  data_edge = pos_edge | neg_edge;
endmodule
==> flow/run.sh <==
#!/bin/bash
# OpenROAD 26Q1-2900-gdf79404cd8, Yosys 0.63+post, stock flow scripts
make -C /OpenROAD-flow-scripts/flow DESIGN_CONFIG=/design/flow/config.mk WORK_HOME=/design/flow/orfs finish
==> flow/config.mk <==
export PLATFORM = sky130hd
export DESIGN_NAME = Send
export DESIGN_NICKNAME = Send
export VERILOG_FILES = /design/flow/design.v
export SDC_FILE = /design/flow/constraint.sdc
export NUM_CORES = 4
export LEC_CHECK = 1
export CORE_AREA = 10 10 78 78
export DIE_AREA = 0 0 88 88
==> flow/constraint.sdc <==
current_design Send

set clk_period 2.9
set clk_io_pct 0.2

create_clock -name clk0 -period $clk_period [get_ports {clk}]

set non_clock_inputs [all_inputs -no_clocks]
set_input_delay [expr $clk_period * $clk_io_pct] -clock clk0 $non_clock_inputs
set_output_delay [expr $clk_period * $clk_io_pct] -clock clk0 [all_outputs]
==> results_slide.txt <==
Physical Implementation Snapshot

Floorplanning
  – Io pins: between 40 and 50
  – Die area: between 0.007 and 0.008 mm2
  – Die width: between 80 and 90 um
  – Rows: 24
  – Core area: roughly 0.0044 mm2
  – Die Y: 88 um
  – Floorplan core density: 0.178

Synth
  – Post-synth top area share: 0.611
  – Ys Warns: 3
  – Distinct lib cells: 17
  – Synth area leader: edfxtp_1
  – Syn Inst Count: 38
  – Ys cells: 38
  – Top cells by area: edfxtp_1 (61%), dfrtp_1 (13%), dfstp_2 (10%)
  – Synth Area per Inst: about 21 um2
  – Seq share, synth: 0.865
  – Post-synth regs: 24
  – Mapped cell area: 786 um2
  – Yosys stat area: about 790 um2

Worst setup path
  – RR Endpoint: tx_data[4]
  – R2r setup slk: ~1.6 ns
  – Cells on worst reg2reg path: 1
  – Setup crit end kind: output pin
  – Crit path max-delay family: flip-flops
  – Crit start category: flip-flop
  – Arrival time worst endpoint: 1.28 ns
  – Worst Path Class, Setup: reg -> out
  – Worst-path maximum fanout: 4
  – Buf+Inv Stages, Crit Path: 1
  – Max incr delay on CP: 0.56 ns
  – Slowest-stage cell, CP: dfstp_2
  – Worst-path cell chain: clkdlybuf4s50_1
  – Reg2reg start: s_axis_tready
  – WP data required: around 2.3 ns

Placement
  – HPWL Detailed: about 1400 um
  – Placer Congestion: roughly 0.7
  – IO buf count: 39
  – Cell count after placement: 129

Clock network
  – Clock sink count: 24
  – Cts repair resizes: 0
  – Post-CTS Setup Bufs: 0
  – CTS root buf: clkbuf_8
  – Clk buf depth: 2
  – Hold bufs inserted after CTS: 0
  – CTS tree: built
  – Cts bufs inserted: 3
  – CTS clk-pin slew, worst paths: about 0.080 ns
  – # H-tree levels: 1
  – Clk latency of the worst-skew pair: 0.26 ns

Outcome
  – Status: complete, no violations

Drt
  – First-pass detailed-route iteration total: 4
  – Diodes inserted: 0
  – DRC violations left: 0
  – Drt first-iter violations: 7
  – Routed WL: between 1500 and 2000 um
  – Routed length per instance: 13.0 um
  – Vias per cell: about 3.6
  – Post-DRT Antenna Nets: 0
  – Via Count: 482

Global routing
  – Overall routing resource usage: 0.0424
  – Largest net degree at the start of global routing: 18
  – Vias in the first global route: 490
  – Gr ovfl total: 0
  – First-pass GRT wire length: 2530 um
  – Initial antenna violation count: 0

Run
  – Tool warnings: 28
  – Max Cap Viol: 0

Timing
  – Worst-Margin Slew: approximately 0.40 ns
  – Post-route clock period utilization: 0.643
  – RSZ-0062 raised after global routing: no
  – Hold Violations, Final: 0
  – Post-layout minimum cycle time: 1.86 ns
  – Max-Slew Margin vs Limit: 0.735
  – FMAX: 0.537 GHz
  – Setup tns final: 0 ns
  – Clk_skew: roughly 0.0011 ns
  – Max-slew violation count: 0
  – Endpoints failing setup: 0

Finish
  – Area grow syn2layout: 67.0%
  – FILL cells: 434
  – Most frequent logic cell in the layout: clkdlybuf4s50_1
  – Most instantiated logic cells after routing: clkdlybuf4s50_1 (39), edfxtp_1 (16), dfrtp_1 (4)
  – Final std cells w/o fill: 133
  – Fraction of layout cells with a size suffix above 1: 0.111

Min path
  – Worst hold path class: reg -> reg
  – Hold EP: tx_ack_edge_detection.D[1]
  – Critical hold path startpoint: tx_ack_edge_detection.D[0]
  – Hold path depth: 0

Power and ir drop
  – Leakage: 0.464 nW
  – PwrDens: ~570 mW/mm2
  – VDD IR max: 0.000355 V
-- synth_stat cells (all sizes together) --
cell type	n
a21o	1
a21oi	1
a31oi	1
a32o	2
and3	1
and3b	1
dfrtp	4
dfstp	3
dfxtp	1
edfxtp	16
inv	1
nand2	1
nor2	1
nor2b	1
o2bb2ai	1
xor2	2
-- per-stage QoR --
step            util  setup slack, ns  hold WS, ns  cell area (um2)  power [mW]
2_1_floorplan      -             1.64        0.284              786       0.407
4_1_cts        0.297             1.01        0.443             1310       0.757
5_1_grt        0.297            0.985        0.445             1310       0.779
6_report       0.297             1.04        0.436             1310       0.744
3_3_place_gp   0.281            0.923        0.414             1240       0.466
3_5_place_dp   0.281            0.862        0.424             1240       0.467
-- where the power goes --
part	switching (mW)	internal, mW
clock	0.102	0.184
sequential	0.00800	0.383
combinational	0.0175	0.0494
-- logic make-up (layout without fill, tap and decap cells) --
logic type	Yosys count	in the layout	synth area share
flip-flops	24	24	0.865
AND-OR/OR-AND	6	6	0.0605
AND/OR/NAND/NOR	5	5	0.0382
XOR/XNOR	2	2	0.0319
buffers and inverters	1	44	0.00477
-- final cells by class --
type | count | area, um2 | area share
Tap cell | 52 | 65.1 | 0.0496
Sequential cell | 24 | 679 | 0.518
Multi-Input combinational cell | 13 | 103 | 0.0782
Clock inverter | 1 | 30.0 | 0.0229
Inverter | 1 | 3.75 | 0.00286
Timing Repair Buffer | 39 | 390 | 0.297
Clock buffer | 3 | 41.3 | 0.0315
-- registers in the layout, indices dropped and copies added (netlist names) --
signal                   cells
curr_state                   2
s_axis_tready                1
tx_ack_edge_detection.D      2
tx_req                       1
tx_data                     16
send_done                    1
tx_ack_en                    1
-- metal layers --
metal | up-vias | track usage | share of wire
li1 | 228 | - | -
met1 | 222 | 0.0527 | 0.39
met2 | 30 | 0.0681 | 0.46
met3 | 2 | 0.0225 | 0.15
met4 | 0 | 0.00145 | 0.0023
met5 | - | 0 | 0
-- worst max-delay path by stage --
stage	from	to	slack (ns)	cells after the start
final	s_axis_tready	S_AXIS_TREADY	1.04	1
after global routing	s_axis_tready	S_AXIS_TREADY	0.99	1
after CTS	s_axis_tready	S_AXIS_TREADY	1.01	1
Power figures rest on the tool's default switching activity, not on a simulated workload.
