[flow/design.v]
module Send_Direction_Select(
    input                       clk                 ,
    input                       rst_n               ,
    output  reg     [15:0]      E_TX_DATA           ,
    output  reg                 E_TX_REQ            ,
    input                       E_TX_ACK            ,
    output  reg     [15:0]      S_TX_DATA           ,
    output  reg                 S_TX_REQ            ,
    input                       S_TX_ACK            ,
    output  reg     [15:0]      W_TX_DATA           ,
    output  reg                 W_TX_REQ            ,
    input                       W_TX_ACK            ,
    output  reg     [15:0]      N_TX_DATA           ,
    output  reg                 N_TX_REQ            ,
    input                       N_TX_ACK            ,   
    input           [15:0]      TX_DATA             ,
    input                       TX_REQ              ,
    output  reg                 TX_ACK             ,
    input                       SEND_DONE           ,
    input                       DIRECTION           
);
wire                 E_TX_ACK_delay;
wire                 S_TX_ACK_delay;
wire                 W_TX_ACK_delay;
wire                 N_TX_ACK_delay;
delay_3_clk e_delay_3_clk(
    .clk         (clk           ), 
    .rst_n       (rst_n         ), 
    .signal      (E_TX_ACK      ), 
    .signal_delay(E_TX_ACK_delay)
);
delay_3_clk s_delay_3_clk(
    .clk         (clk           ), 
    .rst_n       (rst_n         ), 
    .signal      (S_TX_ACK      ), 
    .signal_delay(S_TX_ACK_delay)
);
delay_3_clk w_delay_3_clk(
    .clk         (clk           ), 
    .rst_n       (rst_n         ), 
    .signal      (W_TX_ACK      ), 
    .signal_delay(W_TX_ACK_delay)
);
delay_3_clk n_delay_3_clk(
    .clk         (clk           ), 
    .rst_n       (rst_n         ), 
    .signal      (N_TX_ACK      ), 
    .signal_delay(N_TX_ACK_delay)
);
always @(*) begin
    case(DIRECTION)
        2'b00: begin
            E_TX_DATA   <=  TX_DATA         ;
            E_TX_REQ    <=  TX_REQ          ;
            TX_ACK      <=  E_TX_ACK_delay  ;
        end
        2'b01: begin
            S_TX_DATA   <=  TX_DATA         ;
            S_TX_REQ    <=  TX_REQ          ;
            TX_ACK      <=  S_TX_ACK_delay  ;
        end
        2'b10: begin
            W_TX_DATA   <=  TX_DATA         ;
            W_TX_REQ    <=  TX_REQ          ;
            TX_ACK      <=  W_TX_ACK_delay  ;
        end
        2'b11: begin
            N_TX_DATA   <=  TX_DATA         ;
            N_TX_REQ    <=  TX_REQ          ;
            TX_ACK      <=  N_TX_ACK_delay  ;
        end
        default : begin
            E_TX_DATA   <=  TX_DATA         ;
            E_TX_REQ    <=  TX_REQ          ;
            TX_ACK      <=  E_TX_ACK_delay  ;
        end
    endcase
end
endmodule
module delay_3_clk(
    input   clk         ,
    input   rst_n       ,
    input   signal      ,
    output  signal_delay
);
reg                 signal_delay1 ;
reg                 signal_delay2 ;
reg                 signal_delay3 ;
always @(posedge clk) begin
    if(!rst_n) begin
        signal_delay1  <= 1'b0;
        signal_delay2  <= 1'b0;
        signal_delay3  <= 1'b0;
    end 
    else begin
        signal_delay1  <= signal     ;
        signal_delay2  <= signal_delay1;
        signal_delay3  <= signal_delay2;
    end
  end 
  assign signal_delay = signal_delay3;
endmodule
[flow/run.sh]
#!/bin/bash
# OpenROAD 26Q1-2900-gdf79404cd8, Yosys 0.63+post, stock flow scripts
make -C /OpenROAD-flow-scripts/flow DESIGN_CONFIG=/design/flow/config.mk WORK_HOME=/design/flow/orfs finish
[flow/config.mk]
export PLATFORM = sky130hd
export DESIGN_NAME = Send_Direction_Select
export DESIGN_NICKNAME = Send_Direction_Select
export VERILOG_FILES = /design/flow/design.v
export SDC_FILE = /design/flow/constraint.sdc
export NUM_CORES = 4
export LEC_CHECK = 1
export CORE_AREA = 10 10 74 74
export DIE_AREA = 0 0 84 84
[flow/constraint.sdc]
current_design Send_Direction_Select

set clk_period 1.0
set clk_io_pct 0.2

create_clock -name clk0 -period $clk_period [get_ports {clk}]

set non_clock_inputs [all_inputs -no_clocks]
set_input_delay [expr $clk_period * $clk_io_pct] -clock clk0 $non_clock_inputs
set_output_delay [expr $clk_period * $clk_io_pct] -clock clk0 [all_outputs]
==> results_slide.txt <==
Implementation Results

Run status
  • Outcome: finished, violations left
  • Failing checks: setup timing

CTS
  • Clock-pin slew on the worst setup and hold paths: 0.03 ns
  • TritonCTS Buffers: 3
  • Clk latency of the worst-skew pair: approximately 0.22 ns
  • H-tree depth: 1
  • Clock tree from TritonCTS: built
  • Longest Clk Path Bufs: 2
  • CTS root buffer: sky130_fd_sc_hd__clkbuf_8
  • Post-CTS Setup Inserts: 0

Timing
  • Endpoints left unconstrained: 68
  • Clock tree skew after final layout: 0.00210 ns
  • Number of hold violations in the final report: 0
  • Total count of max-transition violations in the final report: 0
  • Highest Clock Rate: 925 MHz
  • Setup WS post-layout: -0.0815 ns
  • Final period util: 108%
  • Final critical delay including setup and external delays: roughly 1.1 ns
  • Number of register pins that no clock reaches: 34
  • Setup Viol. Count Final: 1
  • Unrepaired setup endpoints after global routing: true

Power
  • Post-layout total power: 898 µW
  • Power density normalized to cell area: 607 nW/µm²
  • Leakage power figure: about 0.00070 µW
  • Max VDD drop: approximately 0.00063 V

Floorplan
  • Std-Cell Core Area: just under 4000 µm²
  • Die extent in x: 84 µm
  • Die Span Y: around 84 µm
  • Row count: 23
  • Core utilization at floorplan: 23.7%
  • Total die size: 7060 µm²
  • Number of placed I/O pins: between 90 and 100

Route
  • Average detailed-routed wire length per instance: 12.0 µm
  • Routed vias: roughly 630
  • Final wirelength: 2.30 mm
  • Antenna diode count: 0
  • Post-route antenna net violation count: 0
  • Vias per inst: ~3.3
  • Remaining routing DRC violations: 0
  • Number of iterations in the first detailed-routing pass: 2
  • 1st-iter DRT viols: 7

Yosys
  • Count of state elements after synthesis: ~40
  • Yosys-reported design area after synthesis: 942 µm²
  • Complex Gates by Area: 0%
  • MUX share of area: 1.59%
  • Yosys synthesis warning count: 36
  • Synthesized-area fraction occupied by adder cells: 0%
  • Instance tally after logic synthesis: approximately 82
  • Largest family of logic cells by area: buffers and inverters
  • Area of the mapped netlist: roughly 940 µm²
  • Most instantiated library cell after synthesis: sky130_fd_sc_hd__buf_4
  • Number of standard cells reported by yosys: 82
  • Xor/xnor share of the synthesized area: 0%
  • Fraction of registers with async set or reset after synthesis: 0%
  • Dominant register cell: sky130_fd_sc_hd__dlxtp_1
  • Average instance area after synthesis: 11.5 µm²
  • EDFF count, synth: 0
  • Most frequent cells after synthesis: sky130_fd_sc_hd__buf_4 (34), sky130_fd_sc_hd__dlxtn_1 (17), sky130_fd_sc_hd__dlxtp_1 (17)
  • Largest cells by area after synthesis: sky130_fd_sc_hd__dlxtn_1 (27%), sky130_fd_sc_hd__dlxtp_1 (27%), sky130_fd_sc_hd__buf_4 (27%)
  • Dominant cell type by area after synthesis: sky130_fd_sc_hd__dlxtn_1
  • Yosys cell types: 7
  • Yosys simple share: 3.98%
  • Top cell type's share of synthesized area: about 27%

Min path
  • Worst hold path type: register to register
  • Hold path startpoint: s_delay_3_clk.signal_delay1

Setup path
  • Worst setup path endpoint: TX_ACK
  • Maximum fanout along the worst path: 1
  • Kind of launch point of the worst setup path: register
  • Required time at the endpoint of the critical path: around 0.80 ns
  • Crit-path slowest cell: sky130_fd_sc_hd__dfxtp_1
  • Category of the most critical setup path: register to primary output
  • Maximum cell stage delay along the critical path: 0.29 ns
  • Startpoint of the worst-slack reg-to-reg timing path: e_delay_3_clk.signal_delay1
  • Launching instance or port of the critical path: e_delay_3_clk.signal_delay3
  • Element type at the critical path end: primary output
  • Arrival time of data at the critical path endpoint: 0.88 ns
  • Cell-by-cell listing of the critical path: mux2_4 > buf_6
  • Worst reg2reg setup slack: around 0.46 ns
  • Length in cells of the worst reg-to-reg path: 1
  • Worst R2R End: e_delay_3_clk.signal_delay2

Layout
  • Tally of non-filler cells in the final layout: 191
  • Reg area: 631 µm²
  • Area of combinational cells with multiple inputs: about 180 µm²
  • Area overhead of the layout relative to synthesis: 57.0%
  • Ratio of cells with drive above 1 in the final layout: 4.96%
  • Fill cells: roughly 400
  • Final std cell area, no fill: 1480 µm²

Flow run
  • Max-capacitance violation count: 0
  • Tool warnings: 30

Global route
  • Initial antenna violation count: 0
  • Maximum number of pins on one net before global-route repair: 28
  • Via count of the first global-routing pass: roughly 670
  • Global Route Usage Sum: a little under 6%
  • First-pass GRT wire length: 3.44 mm
  • Remaining global-route overflow: 0

Placed design
  • Placed wire-length estimate after detailed placement: between 2 and 2.5 mm
  • IO Port Bufs: around 56
  • # placed instances: around 190
  • Post-place instance area: 1440 µm²
  • RD Place Congestion: approximately 0.74
==> worst max-delay path: cells and delay by family, from the launching register on <==
family / cells / cell delay (ns)
flip-flops: 1 / 0.29
multiplexers: 1 / 0.26
buffers and inverters: 1 / 0.11
==> layout by cell type (no fill, tap or decap) <==
| cell type | instances |
|---|---|
| sky130_fd_sc_hd__conb_1 | 34 |
| sky130_fd_sc_hd__dlxtp_1 | 17 |
| sky130_fd_sc_hd__and2_1 | 6 |
| sky130_fd_sc_hd__dlxtn_1 | 17 |
| sky130_fd_sc_hd__dfxtp_1 | 6 |
| sky130_fd_sc_hd__clkdlybuf4s50_1 | 54 |
| sky130_fd_sc_hd__clkbuf_8 | 3 |
| sky130_fd_sc_hd__mux2_4 | 1 |
| sky130_fd_sc_hd__buf_6 | 1 |
| sky130_fd_sc_hd__buf_4 | 1 |
| sky130_fd_sc_hd__buf_2 | 1 |
==> what timing repair did <==
| item | CTS | global route |
|---|---|---|
| endpoints found under the setup margin | 1 | 1 |
| hold buffers | 0 | 0 |
| gates resized | 6 | 3 |
| hold endpoints to repair | 0 | 0 |
==> worst min-delay path by stage <==
stage | end | cells after the start
4_1_cts | s_delay_3_clk.signal_delay3 | 1
5_1_grt | s_delay_3_clk.signal_delay3 | 1
6_report | s_delay_3_clk.signal_delay2 | 1
==> final cells by class <==
cell class	instances	share of cell area (%)
multi-input combinational	41	12.2
clock buffer	3	2.79
sequential	40	42.6
timing repair buffer	57	38.2
tap	50	4.23
==> metrics by stage <==
stage / hold WS, ns / util [%] / setup TNS, ns / setup slack [ns]
global route: 0.444 / 37.2 / -0.108 / -0.108
floorplan: 0.322 / - / 0 / 0.287
CTS: 0.437 / 37.2 / -0.0883 / -0.0883
finish: 0.436 / 37.2 / -0.0815 / -0.0815
detailed placement: 0.423 / 36.3 / -0.768 / -0.768
global placement: 0.423 / 36.3 / -0.747 / -0.747
==> state kept, by name, summed over array words and instances, names as in the netlist <==
| name | cells |
|---|---|
| E_TX_DATA | 16 |
| E_TX_REQ | 1 |
| S_TX_DATA | 16 |
| S_TX_REQ | 1 |
| e_delay_3_clk.signal_delay1 | 1 |
| e_delay_3_clk.signal_delay2 | 1 |
| e_delay_3_clk.signal_delay3 | 1 |
| s_delay_3_clk.signal_delay1 | 1 |
| s_delay_3_clk.signal_delay2 | 1 |
| s_delay_3_clk.signal_delay3 | 1 |
==> cells by family after synthesis <==
| family | after synthesis |
|---|---|
| latches | 34 |
| buf+inv | 34 |
| flops | 6 |
| simple gates | 6 |
| mux | 1 |
| other cells | 1 |
==> metal layers <==
layer | part of all wire [%] | GRT usage [%] | routed length, µm
met4 | 1.2 | 0.761 | 27
met2 | 45 | 9.69 | 1040
met3 | 12 | 2.85 | 281
met1 | 41 | 6.93 | 952
met5 | 0 | 0 | 0
==> power breakdown <==
part / internal, µW / total, µW / switching (µW) / leakage [µW]
combinational: 137 / 187 / 50.4 / 0.000361
sequential: 346 / 357 / 10.1 / 0.000322
clock: 258 / 354 / 95.9 / 0.0000216
No activity file was given, so power comes from the tool's default toggle rates.
